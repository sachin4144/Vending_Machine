--- flow/constraint.sdc ---
current_design VM

set clk_period 1.5
set clk_io_pct 0.2

create_clock -name clk0 -period $clk_period [get_ports {clk}]

set non_clock_inputs [all_inputs -no_clocks]
set_input_delay [expr $clk_period * $clk_io_pct] -clock clk0 $non_clock_inputs
set_output_delay [expr $clk_period * $clk_io_pct] -clock clk0 [all_outputs]
--- flow/run.sh ---
#!/bin/bash
# OpenROAD 26Q1-2900-gdf79404cd8, Yosys 0.63+post, stock flow scripts
make -C /OpenROAD-flow-scripts/flow DESIGN_CONFIG=/design/flow/config.mk WORK_HOME=/design/flow/orfs finish
--- flow/config.mk ---
export PLATFORM = sky130hd
export DESIGN_NAME = VM
export DESIGN_NICKNAME = VM
export VERILOG_FILES = /design/flow/design.v
export SDC_FILE = /design/flow/constraint.sdc
export NUM_CORES = 4
export LEC_CHECK = 1
export CORE_AREA = 10 10 70 70
export DIE_AREA = 0 0 80 80
--- flow/design.v ---
`timescale 1ns / 1ps
module VM(
    input clk,
    input reset,
    input cancel,
    input [1:0] sel,     
    input [1:0] coin,    
    output reg pa,
    output reg pb,
    output reg pc,
    output reg [4:0] change    
);
    parameter s0  = 3'b000,   
              s5  = 3'b001,   
              s10 = 3'b010,   
              s15 = 3'b011,   
              s20 = 3'b100;   
    reg [2:0] cs, ns;
    always @(posedge clk or posedge reset) begin 
        if (reset) 
            cs <= s0;
        else 
            cs <= ns;   
    end
    always @(*) begin 
        case(cs) 
            s0: begin
                if (coin == 2'b01)
                    ns = s5;
                else if (coin == 2'b10)
                    ns = s10;
                else
                    ns = s0;
            end
            s5: begin
                if (coin == 2'b01)
                    ns = s10;
                else if (coin == 2'b10)
                    ns = s15;
                else if (cancel) 
                    ns = s0;
                else
                    ns = s5;
            end
            s10: begin
                if (coin == 2'b01)
                    ns = s15;
                else if (coin == 2'b10)
                    ns = s20;
                else if (cancel) 
                    ns = s0;
                else
                    ns = s10;
            end
            s15: begin
                if (coin == 2'b01)
                    ns = s20;
                else if (cancel) 
                    ns = s0;
                else
                    ns = s15;
            end
            s20: begin
                if (cancel) 
                    ns = s0;
                else
                    ns = s20;
            end
            default: ns = s0;   
        endcase
    end
    always @(posedge clk or posedge reset) begin
        if (reset) begin
            pa     <= 0;
            pb     <= 0;
            pc     <= 0;
            change <= 0;
        end else begin
            pa     <= 0;
            pb     <= 0;
            pc     <= 0;
            change <= 0;
            case (cs)
                s5: begin
                    if (sel == 2'b00) begin
                        pa     <= 1;
                        change <= 0;
                    end
                    else begin
                        change <= 0;  
                    end
                end
                s10: begin
                    if (sel == 2'b00) begin
                        pa     <= 1;
                        change <= 5;
                    end
                    else if (sel == 2'b01) begin
                        pb     <= 1;
                        change <= 0;
                    end
                    else begin
                        change <= 0;  
                    end
                end 
                s15: begin
                    if (sel == 2'b00) begin
                        pa     <= 1;
                        change <= 10;
                    end
                    else if (sel == 2'b01) begin
                        pb     <= 1;
                        change <= 5;
                    end
                    else begin
                        change <= 0;  
                    end
                end
                s20: begin
                    if (sel == 2'b00) begin
                        pa     <= 1;
                        change <= 15;
                    end
                    else if (sel == 2'b01) begin
                        pb     <= 1;
                        change <= 10;
                    end
                    else if (sel == 2'b10) begin
                        pc     <= 1;
                        change <= 0;
                    end
                end     
            endcase
            if (cancel) begin
                pa <= 0;
                pb <= 0;
                pc <= 0;
                case (cs)
                    s5:  change <= 5;
                    s10: change <= 10;
                    s15: change <= 15;
                    s20: change <= 20;
                    default: change <= 0;
                endcase
            end
        end
    end
endmodule
==> ci_impl_report.md <==
### Yosys + OpenROAD results

| Metric | Value |
|---|---|
| Pre-CTS WS | `-67.77 ps` |
| Post-Synthesis Cells | `54` |
| Netlist cell types | `26` |
| Routed wire length | `1095 um` |
| Final Max Slew Viols | `0` |
| Tool warnings | `27` |
| Clock root cell | `clkbuf_4` |
| Setup violators final | `0` |
| Residual DRC count | `0` |
| CP Buf/Inv Count | `1` |
| Cell family with most CP delay | `buffers and inverters` |
| Max Cap Viol | `0` |
| Routed Antenna Nets | `0` |
| CP Launch Type | `flip-flop` |
| Min cycle time layout | `1364 ps` |
| All-layer global routing usage | `3.581%` |
| Status | `complete, no violations` |
| Layout area overhead | `37.45%` |
| Post-CTS Repair Setup Buffers | `0` |
| CP max stage delay | `460 ps` |
| Ant diodes | `0` |
| Boundary pin count | `15` |
| Final worst slack | `136.0 ps` |
| Vias/cell | `3.765` |
| Initial antenna violation count | `0` |
| Post-CTS Hold Fix Bufs | `0` |
| FF+latch area | `301.5 um2` |
| CTS clk-pin slew, worst paths | `60 ps` |
| Synth warnings | `1` |
| P_leak | `0.0003551 uW` |
| Worst vdd ir | `0.2658 mV` |
| Core Region | `3416 um2` |
| TritonCTS clock tree | `yes` |
| R2r startpoint | `cs[4]` |
| Logic area | `251.5 um2` |
| Worst hold path type | `in2async` |
| CTS H-Tree Depth | `1` |
| Layout cell share with drive strength beyond 1 | `19.18%` |
| Die height | `80 um` |
| FP Util | `17.51%` |
| Clk sinks | `12` |
| Crit path DRT | `1200 ps` |
| RD Place Congestion | `0.7713` |
| CTS resizes | `0` |
| RSZ-0062 raised after global routing | `false` |
| Mean Syn Cell Area | `11.08 um2` |
| Max-Slew Margin vs Limit | `71.67%` |
| CP arrival | `1060 ps` |
| Clk_skew | `0.1733 ps` |
| Sequential share of the synthesized area | `50.42%` |
| Fin cells | `119` |
| PortBufs | `14` |
| Pwr dens | `929.1 nW/um2` |
| Die Width | `80 um` |
| Final core occ | `24.07%` |
| Total die area | `6400 um2` |
| Top area cell types | `dfrtp_1 46%, ha_1 6.3%, a221o_1 5.0%` |
| Critical-path top delay cell | `clkdlybuf4s50_1` |
| Critical setup path kind | `reg2out` |
| Total CTS buffers | `3` |
| FF+latch count, synth | `12` |
| Post-synth top area share | `46.03%` |
| FP Rows | `21` |
| Clk buf depth | `2` |
| Max Freq | `0.7331 GHz` |
| Drt first pass iters | `4` |
| Final hold violations | `0` |
| Crit-path cells | `clkdlybuf4s50_1` |
| WP depth | `1` |
| Cell area after synthesis | `598.1 um2` |
| Placed Instances | `115` |
| FF-to-FF setup slack | `400 ps` |
| Post-DP HPWL | `889.3 um` |
| Sum Neg Setup Slack | `0 ps` |
| Vias | `448` |
| Fin crit share | `90.93%` |
| Pin count of the biggest net entering global routing | `13` |
| Synth area leader | `dfrtp_1` |
| Reg-to-Reg End | `cs[0]` |
| Worst reg2reg path depth | `2` |
| DRT iter0 DRCs | `27` |
| First-pass GRT wire length | `1876 um` |
| Chip Area, Yosys | `598.1 um2` |
| Fillers | `377` |
| Number of global-route vias before repair | `409` |
| Worst Tran Pin Value | `424.5 ps` |
| CP Max Fanout | `2` |
| Grt ovf | `0` |
| Yosys Instances | `54` |
| WL per Instance | `9.202 um` |
| CP Capture Type | `primary output` |
| Clock Latency Late Sink | `260 ps` |
| Power, Total | `763.8 uW` |
-- placed cells by master, fill, tap and decap left out, types with 2 or more instances in the layout --
cell | netlist | routed
clkdlybuf4s50_1 | 0 | 14
dfrtp_1 | 11 | 11
inv_1 | 4 | 4
nand2_1 | 4 | 4
buf_4 | 1 | 4
o21ai_0 | 3 | 3
o21ai_1 | 3 | 3
a221o_1 | 3 | 3
ha_1 | 3 | 3
clkbuf_4 | 0 | 3
nor3_1 | 2 | 2
nor2_1 | 2 | 2
nor2_2 | 2 | 2
-- worst reg2reg max path, stage by stage, from the launching register on --
cell and delay (ps):
dfrtp_1 500, nand2b_2 230, a221o_1 310
-- state kept, by name (all words and copies together), names as in the netlist --
register	cells
cs	5
change	4
pa	1
pb	1
pc	1
-- layer usage --
layer,part of all wire (%),up-vias,track usage [%]
met1,52,197,5.141
met2,36,19,4.575
met3,11,2,2.159
met5,0,-,0
li1,-,230,-
met4,0.91,0,0.3521
-- Yosys cell counts (all sizes together) --
library cell   n
nor4           1
nor2b          1
nand2b         1
and2b          1
nor3           2
a21oi          1
ha             3
and2           1
o31ai          1
dfstp          1
a22oi          1
buf            3
dfrtp         11
nor2           4
nor3b          1
a221o          3
o21ai          6
o31a           1
inv            4
and3           1
a2111oi        1
o41ai          1
nand2          4
-- cells by family after synthesis --
kind of cell / Yosys count / synth area share, %
DFF: 12 / 50.42
adders and majority gates: 3 / 6.277
buffers and inverters: 7 / 7.531
AOI/OAI and AO/OA: 15 / 18.83
and+or+nand+nor: 17 / 16.95
-- worst max path at each step --
stage	startpoint	end	slack (ps)
final	change[3]	change[3]	140
after CTS	change[3]	change[3]	110
after global routing	change[3]	change[1]	70
-- power breakdown --
group	leakage [uW]	internal [uW]	switching, uW
Combinational	0.000183	108	58.8
Sequential	0.000157	366	38.2
Clock	0.0000150	103	90.2
Total	0.000355	577	187
-- per-stage QoR --
step,instance area [um2],hold slack (ps)
after floorplan,598.1,164.0
final,822.0,335.6
after global routing,822.0,371.0
after CTS,822.0,337.6
after detailed placement,795.8,511.1
after global placement,795.8,510.2
-- cell type report --
type	instances	share of cell area, %
clock buffers	4	3.196
inverters	4	1.826
multi-input cells	35	30.59
flip-flops and latches	12	36.68
well taps	46	7.002
repair buffers	18	20.70
Power figures rest on the tool's default switching activity, not on a simulated workload.
